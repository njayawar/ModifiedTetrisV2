## flow/design.v

```verilog
`default_nettype none
module my_chip (
    input logic [11:0] io_in,  
    output logic [11:0] io_out,  
    input logic clock,
    input logic reset  
);
    ModifiedTetris chip_design(.clock, .reset, .inputs(io_in), .outputs(io_out));
endmodule: my_chip
module ModifiedTetris(
    input  logic clock, reset,
    input  logic [11:0] inputs,
    output logic [11:0] outputs
);
    logic drop_btn;
    logic new_game_btn;
    logic [5:0] initial_game_speed;
    logic [3:0] update_request_location;
    assign drop_btn = inputs[0];
    assign new_game_btn = inputs[1];
    assign update_request_location = inputs[5:2];
    assign initial_game_speed = inputs[11:6];
    logic game_running;
    logic [2:0] bounce_pos;
    logic [7:0] update_value;
    assign outputs[0] = game_running;
    assign outputs[3:1] = bounce_pos;
    assign outputs[11:4] = update_value;
    logic new_game_int, new_game, drop_int, drop_button;
    logic prev_drop_button, start_drop;
    logic [7:0] score;
    always_ff @(posedge clock) begin
        new_game_int <= new_game_btn;
        new_game     <= new_game_int;
        drop_int     <= drop_btn;
        drop_button  <= drop_int;
        prev_drop_button <= drop_button;
    end
    assign start_drop = drop_button && ~prev_drop_button;
    logic bounce_clock, drop_clock;
    ClockGenerator timing(.clock, .reset, .initial_game_speed, .score, .drop_clock, .bounce_clock);
    logic pause_bounce;
    BouncingPixel bounce(.*);
    logic [7:0] drop;
    logic [3:0] drop_pos[7:0];
    logic stack_dec;
    logic game_cl;
    logic [3:0] stack_pos[7:0];
    logic [7:0] drop_done;
    genvar i;
    for(i = 4'b0; i < 4'd8; i++) begin
        SingleColumn col(.clock, .reset, .drop_clock,
                         .drop(drop[i]),
                         .stack_dec,
                         .stack_cl(game_cl),
                         .drop_pos(drop_pos[i]),
                         .stack_pos(stack_pos[i]),
                         .drop_done(drop_done[i]));
    end
    logic [7:0] col_not_zero;
    genvar j;
    for(j = 4'b0; j < 4'd8; j++) begin
        assign col_not_zero[j] = |stack_pos[j];
    end
    assign stack_dec = &col_not_zero;
    logic game_over;
    assign game_over = stack_pos[0][3] | stack_pos[1][3] | stack_pos[2][3] | stack_pos[3][3] | stack_pos[4][3] | stack_pos[5][3] | stack_pos[6][3] | stack_pos[7][3];
    always_ff @(posedge clock) begin
        if(reset || game_cl)
            score <= 8'b0;
        else if(stack_dec)
            score <= score + 1'b1;
    end
    enum logic [1:0] {INIT, PLAY, DROP, OVER} state, nextState;
    always_comb begin
        nextState = INIT;
        game_cl = 1'b0;
        game_running = 1'b0;
        pause_bounce = 1'b0;
        drop = 8'b0;
        case(state)
            INIT: begin
                if(new_game)
                    nextState = PLAY;
                else
                    nextState = INIT;
                game_cl = 1'b1;
                game_running = new_game;
            end
            PLAY: begin
                if(game_over && ~new_game) begin
                    nextState = OVER;
                    game_running = 1'b0;
                end
                else if(start_drop && ~game_over && ~new_game) begin
                    nextState = DROP;
                    game_running = 1'b1;
                    pause_bounce = 1'b1;
                    drop[bounce_pos] = 1'b1;
                end
                else begin
                    nextState = PLAY;
                    game_running = 1'b1;
                end
                game_cl = new_game;
            end
            DROP: begin
                if(|drop_done)
                    nextState = PLAY;
                else
                    nextState = DROP;
                pause_bounce = 1'b1;
                game_running = 1'b1;
            end
            OVER: begin
                if(new_game)
                    nextState = PLAY;
                else
                    nextState = OVER;
                game_cl = new_game;
                game_running = new_game;
            end
        endcase
    end
    always_ff @(posedge clock) begin
        if(reset)
            state <= INIT;
        else
            state <= nextState;
    end
    logic [7:0] col_encoded;
    assign col_encoded[3:0] = stack_pos[update_request_location[2:0]];
    assign col_encoded[7:4] = drop_pos[update_request_location[2:0]];
    assign update_value = (update_request_location[3]) ? score : col_encoded;
endmodule: ModifiedTetris
module BouncingPixel(
    input  logic clock, reset,
    input  logic bounce_clock,
    input  logic game_running,
    input  logic pause_bounce,
    output logic [2:0] bounce_pos);
    logic up;
    enum logic {LEFT, RIGHT} state, nextState;
    always_comb begin
        nextState = state;
        up = (state == RIGHT) ? 1'b1 : 1'b0;
        if(state == RIGHT && &bounce_pos) begin
            nextState = LEFT;
            up = 1'b0;
        end
        if(state == LEFT && ~|bounce_pos) begin
            nextState = RIGHT;
            up = 1'b1;
        end
    end
    always_ff @(posedge clock) begin
        if(reset) begin
            bounce_pos <= 3'b0;
        end
        else if(bounce_clock && game_running && ~pause_bounce) begin
            if(up)
                bounce_pos <= bounce_pos + 1'b1;
            else
                bounce_pos <= bounce_pos - 1'b1;
        end
    end
    always_ff @(posedge clock) begin
        if(reset)
            state <= RIGHT;
        else
            state <= nextState;
    end
endmodule: BouncingPixel
module SingleColumn(
    input  logic clock, reset,
    input  logic drop_clock,
    input  logic drop,
    input  logic stack_dec,
    input  logic stack_cl,
    output logic [3:0] drop_pos,
    output logic [3:0] stack_pos,
    output logic drop_done);
    enum logic {WAIT, DROP} state, nextState;
    logic drop_init;
    logic drop_en;
    logic stack_incr;
    assign drop_done = stack_incr;
    always_comb begin
        nextState = WAIT;
        drop_init = 1'b0;
        drop_en = 1'b0;
        stack_incr = 1'b0;
        unique case (state)
            WAIT: begin
                if(drop)
                    nextState = DROP;
                else
                    nextState = WAIT;
                drop_init = 1'b1;
            end
            DROP: begin
                if (drop_pos == (stack_pos + 1'b1)) begin
                    nextState = WAIT;
                    stack_incr = 1'b1;
                    drop_init = 1'b1;
                end
                else begin
                    nextState = DROP;
                    drop_en = 1'b1;
                end
            end
        endcase
    end
    always_ff @(posedge clock) begin
        if(reset)
            state <= WAIT;
        else
            state <= nextState;
    end
    always_ff @(posedge clock) begin
        if(reset || drop_init)
            drop_pos <= 4'd9;
        else if(drop_clock && drop_en)
            drop_pos <= drop_pos - 1'b1;
    end
    always_ff @(posedge clock) begin
        if(reset || stack_cl)
            stack_pos <= 4'd0;
        else if(stack_dec)
            stack_pos <= stack_pos - 1'b1;
        else if(stack_incr)
            stack_pos <= stack_pos + 1'b1;
    end
endmodule: SingleColumn
module ClockGenerator(
    input  logic clock, reset,
    input  logic [5:0] initial_game_speed,
    input  logic [7:0] score,
    output logic drop_clock, bounce_clock);
    logic [26:0] drop_max_val;
    logic [26:0] bounce_max_val;
    logic [26:0] initial_game_speed_base, score_base;
    assign drop_max_val = 27'd5000;
    always_comb begin
        initial_game_speed_base = 27'd40000 - (initial_game_speed * 600);
    end
    always_comb begin
        score_base = 27'd0 + (score * 300);
    end
    assign bounce_max_val = initial_game_speed_base - score_base;
    logic [26:0] drop_cnt;
    always_ff @(posedge clock) begin
        if(reset)
            drop_cnt <= 27'b0;
        else begin
            drop_cnt <= drop_cnt + 1'b1;
            if(drop_cnt == (drop_max_val + 1'b1))
                drop_cnt <= 27'b0;
        end
    end
    assign drop_clock = (drop_cnt == drop_max_val);
    logic [26:0] bounce_cnt;
    always_ff @(posedge clock) begin
        if(reset)
            bounce_cnt <= 27'b0;
        else begin
            bounce_cnt <= bounce_cnt + 1'b1;
            if(bounce_cnt == (bounce_max_val + 1'b1))
                bounce_cnt <= 27'b0;
        end
    end
    assign bounce_clock = (bounce_cnt == bounce_max_val);
endmodule: ClockGenerator
`default_nettype none
module toplevel_chip (
    input [13:0] io_in,
    output [13:0] io_out
);
    my_chip mchip (
        .io_in(io_in[11:0]),
        .io_out(io_out[11:0]),
        .clock(io_in[12]),
        .reset(io_in[13])
    );
    assign io_out[13:12] = 2'b00;
endmodule
```

## flow/run.sh

```bash
#!/bin/bash
# OpenROAD 26Q1-2900-gdf79404cd8, Yosys 0.63+post, stock flow scripts
make -C /OpenROAD-flow-scripts/flow DESIGN_CONFIG=/design/flow/config.mk WORK_HOME=/design/flow/orfs finish
```

## flow/constraint.sdc

```tcl
current_design toplevel_chip

set clk_period 12.5
set clk_io_pct 0.2

create_clock -name clk0 -period $clk_period [get_ports {io_in}]

set non_clock_inputs [all_inputs -no_clocks]
set_input_delay [expr $clk_period * $clk_io_pct] -clock clk0 $non_clock_inputs
set_output_delay [expr $clk_period * $clk_io_pct] -clock clk0 [all_outputs]
```

## flow/config.mk

```make
export PLATFORM = sky130hd
export DESIGN_NAME = toplevel_chip
export DESIGN_NICKNAME = toplevel_chip
export VERILOG_FILES = /design/flow/design.v
export SDC_FILE = /design/flow/constraint.sdc
export NUM_CORES = 4
export LEC_CHECK = 1
export CORE_UTILIZATION = 40
```

==> results.yml <==
# implementation run metrics
status:
  status: "aborted with a tool error"
  outcome.stop_stage: "5_1_grt"
  error_message: "[ERROR GRT-0116] Global routing finished with congestion. Check the congestion regions in the DRC Viewer."
placement:
  gp_routability_congestion: 0.930
  place.port_buffers: 12
  hpwl_um: 19500
  dpl_cell_area_um2: 11700
floorplan:
  initial_core_util: 0.406
  num_io_pins: 28
  row_cnt: 61
  fp.dieW_um: 170
  chipHeight_um: 170
global_routing:
  gr-usage-all-layers: 1.03
  via_count_of_the_first_global_routing_pass: 24200
  maximum_number_of_pins_on_one_net_before_global_route_repair: 41
  grt_overflow_total: 6941
  wire_length_of_the_first_global_routing_pass_um: 185000
logic_synthesis:
  ys_warns: 6
  ys_dominant_reg_cell: "dfxtp_1"
  synth-async-reset-ratio: 0
  ys_area_um2: 11300
  postSynthCellCount: 1365
  post_synth_instance_area_um2: 11300
  yosys-stat-cells: 1365
  synth.avg_cell_area_um2: 8.24
  synth_flop_count: 147
  synth_sequential_area_ratio: 0.262
  synth_cell_types: 83
  enable_flop_cells: 0
[Yosys cell counts (all sizes together) (17+ instances only)]
cell | n | area share
nand3 | 38 | 0.017
nor4 | 24 | 0.014
a211oi | 27 | 0.020
nor2 | 145 | 0.048
or3 | 17 | 0.0095
xor2 | 86 | 0.067
ha | 111 | 0.12
o21ai | 51 | 0.023
xnor2 | 93 | 0.072
inv | 109 | 0.036
a21oi | 56 | 0.025
dfxtp | 147 | 0.26
and3 | 40 | 0.022
clkbuf | 31 | 0.010
nor3 | 46 | 0.029
nand2 | 107 | 0.036
[cell families after synthesis]
| group | synth area share |
|---|---|
| buf+inv | 0.0533 |
| simple gates | 0.235 |
| compound gates | 0.143 |
| other cells | 0.000333 |
| flops | 0.262 |
| mux | 0.0207 |
| fa+ha+maj | 0.147 |
| xor+xnor | 0.139 |
[layer usage]
| layer | track usage | overflow |
|---|---|---|
| met3 | 1.46 | 2286 |
| met1 | 0.593 | 396 |
| met2 | 0.476 | 33 |
| met4 | 2.53 | 4028 |
| met5 | 1.23 | 198 |
[metrics by stage]
step / hold slack [ps] / setup slack [ps] / instances / setup TNS (ps)
floorplan: 27.7 / 883 / 1366 / 0
detailed placement: 27.7 / 467 / 1717 / 0
global placement: 27.7 / 467 / 1717 / 0
CTS: -430 / -2320 / 2295 / -65990
[timing repair]
action | in CTS
hold buffers | 0
setup endpoints to repair | 30
buffers inserted | 51
resized | 201
pin swaps | 57
gates cloned | 2
